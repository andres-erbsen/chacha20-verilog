## ./design.v

```verilog
`default_nettype none
module chacha20_quarter(input wire [31:0] ai, bi, ci, di,
                        output reg [31:0] a, b, c, d);
    always @(*) begin a=ai; b=bi; c=ci; d=di;
        a = a + b; d = d ^ a; d = {d[31-16:0], d[31:32-16]};
        c = c + d; b = b ^ c; b = {b[31-12:0], b[31:32-12]};
        a = a + b; d = d ^ a; d = {d[31-8:0], d[31:32-8]};
        c = c + d; b = b ^ c; b = {b[31-7:0], b[31:32-7]};
    end
endmodule
module chacha20(input wire clock,
                input wire start,
                input  wire [255:0] key,
                input  wire [63:0] index,  
                input  wire [63:0] nonce,
                output reg done = 0,
                output wire [511:0] out);
    function automatic [31:0] LE32(input [31:0] a);
        LE32 = {a[7:0], a[15:8], a[23:16], a[31:24]};
    endfunction
    localparam CONST = 128'h657870616e642033322d62797465206b;  
    wire [511:0] init ={CONST, key, LE32(index[31:0]), LE32(index[63:32]), nonce};
    parameter ROUNDS=20;
    reg [4:0] i = ROUNDS+1;  
    reg [31:0] x [0:15];
    wire [31:0] x_init [0:15];
    wire [31:0] x_final [0:15];
    genvar j; generate for (j = 0; j < 16; j = j + 1) begin: gen
        assign x_init [j] =      LE32(init[511 - 32*j -: 32]        );
        assign x_final[j] = LE32(LE32(init[511 - 32*j -: 32]) + x[j]);
    end endgenerate
    wire v = i[0] == 0;  
    wire [31:0] a1, a2, a3, a4, b1, b2, b3, b4, c1, c2, c3, c4, d1, d2, d3, d4;
    chacha20_quarter q1(.ai(x[0]), .bi(x[v?4:5]), .ci(x[v?8:10]), .di(x[v?12:15]),
                        .a(a1),    .b(b1),        .c(c1),         .d(d1));
    chacha20_quarter q2(.ai(x[1]), .bi(x[v?5:6]), .ci(x[v?9:11]), .di(x[v?13:12]),
                        .a(a2),    .b(b2),        .c(c2),         .d(d2));
    chacha20_quarter q3(.ai(x[2]), .bi(x[v?6:7]), .ci(x[v?10:8]), .di(x[v?14:13]),
                        .a(a3),    .b(b3),        .c(c3),         .d(d3));
    chacha20_quarter q4(.ai(x[3]), .bi(x[v?7:4]), .ci(x[v?11:9]), .di(x[v?15:14]),
                        .a(a4),    .b(b4),        .c(c4),         .d(d4));
    always @(posedge clock) begin
        if (i < ROUNDS) begin
            {x[0], x[4], x[ 8], x[12]} <= {a1, v?b1:b4, v?c1:c3, v?d1:d2};
            {x[1], x[5], x[ 9], x[13]} <= {a2, v?b2:b1, v?c2:c4, v?d2:d3};
            {x[2], x[6], x[10], x[14]} <= {a3, v?b3:b2, v?c3:c1, v?d3:d4};
            {x[3], x[7], x[11], x[15]} <= {a4, v?b4:b3, v?c4:c2, v?d4:d1};
        end
        if (start) begin
            i <= 0;
            {x[0],x[1],x[2],x[3],x[4],x[5],x[6],x[7],x[8],x[9],x[10],x[11],x[12],x[13],x[14],x[15]} <= {x_init[0],x_init[1],x_init[2],x_init[3],x_init[4],x_init[5],x_init[6],x_init[7],x_init[8],x_init[9],x_init[10],x_init[11],x_init[12],x_init[13],x_init[14],x_init[15]};
        end
        if (i < ROUNDS+1) i <= i + 1;
        if (i == ROUNDS) begin
            done <= 1;
            {x[0],x[1],x[2],x[3],x[4],x[5],x[6],x[7],x[8],x[9],x[10],x[11],x[12],x[13],x[14],x[15]} <= {x_final[0],x_final[1],x_final[2],x_final[3],x_final[4],x_final[5],x_final[6],x_final[7],x_final[8],x_final[9],x_final[10],x_final[11],x_final[12],x_final[13],x_final[14],x_final[15]};
        end
        if (done) done <= 0;
    end
    assign out = {x[0],x[1],x[2],x[3],x[4],x[5],x[6],x[7],x[8],x[9],x[10],x[11],x[12],x[13],x[14],x[15]};
endmodule
```

## ./run.sh

```bash
#!/bin/bash
# OpenROAD 26Q1-2900-gdf79404cd8, Yosys 0.63+post, stock flow scripts
make -C /OpenROAD-flow-scripts/flow DESIGN_CONFIG=/design/flow/config.mk WORK_HOME=/design/flow/orfs finish
```

## ./config.mk

```make
export PLATFORM = sky130hd
export DESIGN_NAME = chacha20
export DESIGN_NICKNAME = chacha20
export VERILOG_FILES = /design/flow/design.v
export SDC_FILE = /design/flow/constraint.sdc
export NUM_CORES = 4
export LEC_CHECK = 1
export CORE_UTILIZATION = 50
```

## ./constraint.sdc

```tcl
current_design chacha20

set clk_period 52.8
set clk_io_pct 0.2

create_clock -name clk0 -period $clk_period [get_ports {clock}]

set non_clock_inputs [all_inputs -no_clocks]
set_input_delay [expr $clk_period * $clk_io_pct] -clock clk0 $non_clock_inputs
set_output_delay [expr $clk_period * $clk_io_pct] -clock clk0 [all_outputs]
```

==> run notes <==
impl run done, here's what came out: run status finished with violations, violated checks capacitance limit, slew limit, number of antenna violations at the first check in global routing about 110, clock root buffer sky130_fd_sc_hd__clkbuf_16, final cell count without fillers 13385, core utilization before placement 0.5055, min Tclk post-route around 19 ns, Tightest Hold Check Type flip-flop to flip-flop, cell total in the yosys stat output around 10000, placed cell area ~95000 um^2, final total negative setup slack 0 ns, worst-case headroom to the max-slew limit -0.2106, critical path startpoint category flip-flop, fill count between 10000 and 15000, CTS tree yes, slew at the pin with the worst max-slew slack between 1.5 and 2 ns, placed instance count 13104, Port Buf Inserts between 800 and 900, crit path max fanout about 59, number of detailed-routing iterations run before antenna repair 21, CTS Buf Count between 70 and 80, layout overhead on the synthesized area 19.69%, horizontal die size slightly above 400 um, maximum clock path buffer count 3, via count of the first global-routing pass between 80000 and 90000, via total after detailed routing just under 100k, Overall Global Routing Usage 0.6790, hold buffers post-CTS 0, worst stage delay on the critical path 1.09 ns, async set-or-reset flop fraction in the synthesized netlist 0, final setup violation count 0, EDFF count, synth 517, sequential cell area roughly 16000 um^2, final weighted congestion in routability-driven placement between 1 and 1.5, Dominant Register Cell sky130_fd_sc_hd__edfxtp_1, antenna violation net count after detailed routing 0, max-slew violations 20, arrival time reported for the critical path endpoint approximately 19 ns, detailed placement HPWL between 400000 and 500000 um, Period Utilization, post-route 0.3587, wire per inst around 41 um, Logic area between 60000 and 70000 um^2, Synthesis Warnings 4, vertical die dimension around 410 um, floorplan row count 147, unrepaired setup endpoints after global routing no, commonest cells after routing, fill and taps aside sky130_fd_sc_hd__clkdlybuf4s50_1, sky130_fd_sc_hd__a21oi_1, sky130_fd_sc_hd__ha_1, first-pass GRT wire length roughly 730000 um, area reported by Yosys stat around 82000 um^2, clock edge transition at the registers on the reported setup and hold paths approximately 0.06 ns, most numerous logic cell after layout sky130_fd_sc_hd__clkdlybuf4s50_1, source-to-sink clock delay at the later pin of the worst-skew pair about 0.74 ns, area of all placed cells without fillers 97590 um^2, sum of overflow across all layers after global routing 0, maximum number of pins on one net before global-route repair about 120, vias per inst 7.335, number of endpoints with negative hold slack in the final report 0, crit path DRT around 53 ns, final worst clock skew 0.03444 ns, flop and latch count out of synthesis ~520, Core ar. roughly 160000 um^2, highest clock frequency the design can meet roughly 0.053 GHz, first-iteration detailed-routing DRC count around 16000, CTS H-tree depth 3, crit path kind flip-flop to flip-flop, I/O pin total between 800 and 900, number of distinct library cell variants in the gate-level netlist after synthesis 117, Mean Syn Cell Area just over 8 um^2, clk sinks about 520, Max-Cap Viols 5, full die area roughly 160000 um^2, number of instances resized during post-cts repair 0, number of buffers inserted to repair setup after CTS 0, fraction of layout cells with a size suffix above 1 0.08020, register share after synthesis 0.1907, DRC violation count after routing 0, Post-Syn Instances 10027, CP max stage cell sky130_fd_sc_hd__xnor2_1, drt total wl between 500000 and 600000 um, netlist area before placement ~80000 um^2, stage-log warning count approximately 43, crit end category flip-flop
==> routing by layer <==
metal / up-vias / wire, um / track usage / part of all wire
met2: 10308 / 192300 / 0.7957 / 0.35
met5: - / 6039 / 0.3167 / 0.011
met4: 160 / 65490 / 0.5833 / 0.12
met3: 3195 / 115600 / 0.5563 / 0.21
met1: 45278 / 175200 / 0.7305 / 0.32
li1: 39242 / - / - / -
==> synth_stat cells, types with 44 or more instances <==
cell / count / area share
sky130_fd_sc_hd__nand3_1: 209 / 0.013
sky130_fd_sc_hd__nor2b_1: 97 / 0.0074
sky130_fd_sc_hd__and3_1: 103 / 0.0079
sky130_fd_sc_hd__nor3_1: 243 / 0.015
sky130_fd_sc_hd__o21a_1: 112 / 0.010
sky130_fd_sc_hd__xnor2_1: 817 / 0.088
sky130_fd_sc_hd__or2_2: 47 / 0.0036
sky130_fd_sc_hd__mux2i_1: 329 / 0.040
sky130_fd_sc_hd__ha_1: 842 / 0.13
sky130_fd_sc_hd__a211oi_1: 209 / 0.019
sky130_fd_sc_hd__o21ai_0: 730 / 0.045
sky130_fd_sc_hd__a21oi_1: 854 / 0.052
sky130_fd_sc_hd__o31ai_1: 82 / 0.0075
sky130_fd_sc_hd__a21o_1: 231 / 0.021
sky130_fd_sc_hd__o211ai_1: 133 / 0.012
sky130_fd_sc_hd__xor2_1: 586 / 0.063
sky130_fd_sc_hd__a21boi_0: 44 / 0.0041
sky130_fd_sc_hd__or3_1: 75 / 0.0058
sky130_fd_sc_hd__clkbuf_1: 312 / 0.014
sky130_fd_sc_hd__nor2_1: 807 / 0.037
sky130_fd_sc_hd__edfxtp_1: 517 / 0.19
sky130_fd_sc_hd__nand2b_1: 160 / 0.012
sky130_fd_sc_hd__a31oi_1: 98 / 0.0075
sky130_fd_sc_hd__and2_1: 59 / 0.0045
sky130_fd_sc_hd__nand2_1: 749 / 0.034
sky130_fd_sc_hd__nand4_1: 58 / 0.0045
sky130_fd_sc_hd__o22ai_1: 54 / 0.0041
sky130_fd_sc_hd__o21bai_1: 105 / 0.0097
sky130_fd_sc_hd__inv_1: 434 / 0.020
sky130_fd_sc_hd__mux2_2: 201 / 0.028
==> worst paths after layout <==
path         cells past startpoint          startpoint                 to  slack [ns]
max                             55  i[0]$_SDFFCE_PN0P_  x[7][1]$_DFFE_PP_       33.86
min reg2reg                      1     done$_SDFF_PP0_    done$_SDFF_PP0_        0.42
max reg2reg                     55  i[0]$_SDFFCE_PN0P_  x[7][1]$_DFFE_PP_       33.86
min                              1     done$_SDFF_PP0_    done$_SDFF_PP0_        0.42
==> cells by family (layout without fill, tap and decap cells) <==
family,count (synthesis),after routing,share of synthesized area
buffers and inverters,818,1863,0.03849
other,0,153,0
AND/OR/NAND/NOR,2718,2718,0.1564
flip-flops,518,518,0.1907
adder cells (fa/ha/maj),888,888,0.1383
multiplexers,530,530,0.06815
AND-OR/OR-AND,3107,3107,0.2453
XOR/XNOR,1448,1448,0.1627
==> worst max-delay path, delay by kind of cell, from the launching register on <==
| family | cells | cell delay [ns] |
|---|---|---|
| AOI/OAI and AO/OA | 27 | 7.66 |
| xor gates and xnor gates | 7 | 3.64 |
| buffers and inverters | 6 | 2.86 |
| adders and majority gates | 5 | 1.73 |
| and+or+nand+nor | 8 | 1.47 |
| muxes | 2 | 0.73 |
| DFF | 1 | 0.35 |
==> metrics by stage <==
stage | hold WS (ns) | util | setup WS [ns]
after detailed placement | 0.4158 | 0.5888 | 34.97
after floorplan | 0.3682 | - | 24.87
after global routing | 0.4554 | 0.6037 | 33.58
after CTS | 0.4236 | 0.6024 | 34.91
after global placement | 0.4061 | 0.5888 | 35.11
final | 0.4183 | 0.6050 | 33.86
==> state kept, by name (all words and copies together), names as in the netlist <==
signal,flops
done,1
i,5
x,512
==> cell type report <==
type	count	area share
Multi-Input combinational cell	8691	0.6461
Sequential cell	518	0.1593
Timing Repair Buffer	1301	0.1235
Tap cell	2160	0.02769
Clock buffer	85	0.01918
Inverter	435	0.01689
Antenna cell	153	0.003923
Clock inverter	42	0.003423
